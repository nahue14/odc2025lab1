`/design/flow/config.mk`:
```
export PLATFORM = sky130hd
export DESIGN_NAME = top
export DESIGN_NICKNAME = top
export VERILOG_FILES = /design/flow/design.v
export SDC_FILE = /design/flow/constraint.sdc
export NUM_CORES = 4
export LEC_CHECK = 1
export CORE_UTILIZATION = 50
export SYNTH_HDL_FRONTEND = slang
```
`/design/flow/constraint.sdc`:
```
current_design top

set clk_period 2.7
set clk_io_pct 0.2

create_clock -name clk0 -period $clk_period [get_ports {mclk}]

set non_clock_inputs [all_inputs -no_clocks]
set_input_delay [expr $clk_period * $clk_io_pct] -clock clk0 $non_clock_inputs
set_output_delay [expr $clk_period * $clk_io_pct] -clock clk0 [all_outputs]
```
`/design/flow/design.v`:
```
`timescale 1ns / 1ps
module disp7seg_controller(
    input clk,
    input [3:0] bcd_dig [0:3],       
    input [3:0] blank_dig,           
    output [7:0] seg,
    output [3:0] dig_en
    );
    logic [4:0] cnt;
    logic [7:0] BCD_7S_lut [0 : 15];
    logic [7:0] disp_seg;
    logic [3:0] disp_aSync;
    logic [3:0] disp_a;
    logic [1:0] current_digit;
    initial begin
        BCD_7S_lut <= {
            8'b11000000,     
            8'b11111001,     
            8'b10100100,     
            8'b10110000,     
            8'b10011001,     
            8'b10010010,     
            8'b10000010,     
            8'b11111000,     
            8'b10000000,     
            8'b10010000,     
            8'b10001000,     
            8'b10000011,     
            8'b11000110,     
            8'b10100001,     
            8'b10000110,     
            8'b10001110      
        };
        disp_aSync <= 4'b0111;
        current_digit <= 2'h0;
    end
    always @(posedge clk) cnt <= cnt + 1;
    always @(posedge cnt[1]) begin
        if (cnt[4:2] == 3'b000) begin
            disp_a <= 4'hF;
            disp_aSync <= {disp_aSync[2:0], disp_aSync[3]};
            disp_seg <= BCD_7S_lut[bcd_dig[current_digit]];                   
        end
        else if (cnt[4:2] == 3'b001) begin           
            if (blank_dig[current_digit] == 1'b0) disp_a <= disp_aSync;
            current_digit <= current_digit + 1;          
        end   
    end
    assign seg = disp_seg;
    assign dig_en = disp_a;
endmodule
`timescale 1ns / 1ps
module alu(
    input a_in_0,
    input a_in_1,
    input a_in_2,
    input a_in_3,
    input b_in_0,
    input b_in_1,
    input b_in_2,
    input b_in_3,
    input alu_op_0,
    input alu_op_1,
    input alu_op_2,
    output alu_result_0,
    output alu_result_1,
    output alu_result_2,
    output alu_result_3,
    output zero_flag,
    output carry_flag
    );
    assign a_in_0 = alu_result_0;
    assign a_in_1 = alu_result_1;
    assign a_in_2 = alu_result_2;
    assign a_in_3 = alu_result_3;
endmodule
`timescale 1ns / 1ps
    module top(
        input mclk,
        input [15:0] sw,
        output [15:0] led,
        output [7:0] D0_seg, D1_seg,
        output [3:0] D0_a, D1_a
    );
    logic [28:0] cnt29 = 29'd0;
    logic [3:0] alu_result;
    logic zero_flag, carry_flag;
    alu alu(.a_in_0(sw[0]), .a_in_1(sw[1]), .a_in_2(sw[2]), .a_in_3(sw[3]),
            .b_in_0(sw[4]), .b_in_1(sw[5]), .b_in_2(sw[6]), .b_in_3(sw[7]),
            .alu_op_0(sw[8]), .alu_op_1(sw[9]), .alu_op_2(sw[10]),
            .alu_result_0(alu_result[0]), .alu_result_1(alu_result[1]), .alu_result_2(alu_result[2]), .alu_result_3(alu_result[3]),
            .zero_flag(zero_flag), .carry_flag(carry_flag));
    disp7seg_controller dispA(  .clk(cnt29[13]),
                                .bcd_dig({sw[11:8],4'b0000,4'b0000,alu_result[3:0]}),
                                .blank_dig(4'b0110),
                                .seg(D0_seg),
                                .dig_en(D0_a));
    disp7seg_controller dispB(  .clk(cnt29[13]),
                                .bcd_dig({sw[3:0],4'b0000,4'b0000,sw[7:4]}),
                                .blank_dig(4'b0110),
                                .seg(D1_seg),
                                .dig_en(D1_a)  );
    always @(posedge mclk) cnt29 <= cnt29 + 1;
    assign led[7:0] = sw[7:0];
    assign led[8] = 1'b0;
    assign led[12:9] =  alu_result;
    assign led[13] = 1'b0;
    assign led[14] = zero_flag;
    assign led[15] = carry_flag;
    endmodule
```
`/design/flow/run.sh`:
```
#!/bin/bash
# OpenROAD 26Q1-2900-gdf79404cd8, Yosys 0.63+post, stock flow scripts
make -C /OpenROAD-flow-scripts/flow DESIGN_CONFIG=/design/flow/config.mk WORK_HOME=/design/flow/orfs finish
```
==> flow_metrics.env <==
# yosys + openroad results
export IMPL_fin_tns_setup_ns=0
export IMPL_yosysSeqAreaShare=0.509
export IMPL_power_density_nw_per_um2=139
export IMPL_path_class="in -> out"
export IMPL_cpMaxStageDelayCell="clkdlybuf4s50_1"
export IMPL_drt_pass1_iterations=4
export IMPL_combGateArea_um2=1130
export IMPL_grt_max_degree=20
export IMPL_drive_gt1_frac=0.0517
export IMPL_worstPathArrival_ns=1.69
export IMPL_p_int_mw=0.367
export IMPL_vias=1726
export IMPL_fmax_mhz=449
export IMPL_netlist_area_um2=2790
export IMPL_grt_pass1_vias=1588
export IMPL_drt_total_wl_um=4210
export IMPL_clock_path_buffers=2
export IMPL_syn_area_per_cell_um2=11.5
export IMPL_openroad_warnings=40
export IMPL_antenna_left=0
export IMPL_coreArea_um2=5240
export IMPL_rsz0062_at_grt="false"
export IMPL_grt_pass1_wl_um=7300
export IMPL_outcome="complete, no violations"
export IMPL_finalHoldViolations=0
export IMPL_edf_count=26
export IMPL_cts_made_buffers=3
export IMPL_grtUsageTotal=0.158
export IMPL_final_util=0.614
export IMPL_fp_util=0.533
export IMPL_die_x_um=76.7
export IMPL_path_clk_slew_ns=0.05
export IMPL_gp_congestion=0.789
export IMPL_skew_ns=0.00389
export IMPL_chipArea_um2=5880
export IMPL_switching_share=0.180
export IMPL_ys_flops=58
export IMPL_slowest_delay_ns=0.63
export IMPL_fill_cells=444
export IMPL_layout_cells_non_filler=341
export IMPL_wl_per_cell_um=12.3
export IMPL_untimed_endpoints=92
export IMPL_antennaDiodeCount=0
export IMPL_p_clk_frac=0.434
export IMPL_dp_cells=337
export IMPL_synth_chip_area_um2=2790
export IMPL_drtIter0Drc=69
export IMPL_pwr_share_seq=0.461
export IMPL_finalMaxSlewViolations=0
export IMPL_power_mw=0.448
export IMPL_areaGrowthSynthToFinish_pct=15.3
export IMPL_yosysUniqueCellTypes=44
export IMPL_hold_buffers=0
export IMPL_antenna_found_initial=0
export IMPL_row_count=26
export IMPL_regArea_um2=1420
export IMPL_synthArstFlopShare=0
export IMPL_chipHeight_um=76.7
export IMPL_layout_top_cell="clkdlybuf4s50_1"
export IMPL_path_max_fanout=7
export IMPL_insertion_delay_ns=0.24
export IMPL_yosysWarningCount=2
export IMPL_tightest_slew_ns=0.963
export IMPL_hold_path_class="reg -> reg"
export IMPL_vias_per_cell=5.06
export IMPL_dp_hpwl_um=3220
export IMPL_drv_cap=0
export IMPL_path_cells="clkdlybuf4s50_1 > clkdlybuf4s50_1"
export IMPL_syn_inst=243
export IMPL_final_cell_mix="46 x clkdlybuf4s50_1, 32 x dfxtp_1, 26 x edfxtp_1"
export IMPL_cts_resized=0
export IMPL_setup_viol=0
export IMPL_ir_drop_mv=0.462
export IMPL_slew_headroom=0.358
export IMPL_p_sw_mw=0.0808
export IMPL_leakagePower_nw=1.22
export IMPL_htreeDepth=1
export IMPL_yosysCellCount=243
export IMPL_cp_end_kind="primary output"
export IMPL_tritoncts="yes"
export IMPL_cts_root_buffer="clkbuf_8"
export IMPL_grt_overflow_total=0
export IMPL_fin_crit_ns=2.23
export IMPL_combinationalPowerShare=0.104
export IMPL_cpMostUsedCell="clkdlybuf4s50_1"
export IMPL_post_cts_buffers=0
export IMPL_startpoint_type="input pin"
export IMPL_unclocked_regs=44
export IMPL_port_buffers=46
export IMPL_fin_crit_sh=0.825
export IMPL_path_buffers=2
export IMPL_required_ns=2.16
export IMPL_drc=0
export IMPL_ff_type="dfxtp_1"
export IMPL_ios=57
export IMPL_crit_family="buffers and inverters"
[sequential cells by signal, summed over array words and instances (netlist names)]
| register | count |
|---|---|
| dispB.dig_en | 4 |
| dispA.seg | 7 |
| dispB.cnt | 5 |
| dispA.current_digit | 2 |
| dispB.disp_aSync | 4 |
| dispA.dig_en | 4 |
| dispB.current_digit | 2 |
| dispA.cnt | 5 |
| cnt29 | 14 |
| dispB.seg | 7 |
| dispA.disp_aSync | 4 |
[final cells by class]
| class | instances | area share |
|---|---|---|
| flip-flops and latches | 58 | 0.442 |
| multi-input cells | 146 | 0.351 |
| inverters | 17 | 0.0198 |
| repair buffers | 46 | 0.143 |
| well taps | 70 | 0.0272 |
| clock buffers | 4 | 0.0171 |
[power groups by stage]
stage	logic, mW	clock network [mW]	registers, mW
CTS	0.0472	0.202	0.207
finish	0.0467	0.195	0.207
global route	0.0505	0.212	0.207
[cell usage after synthesis (all sizes together) (3+ instances only)]
| cell | n | area [µm²] |
|---|---|---|
| a22o | 4 | 37.5 |
| a22oi | 11 | 96.3 |
| and2 | 3 | 23.8 |
| and3 | 6 | 37.5 |
| buf | 24 | 183 |
| dfxtp | 32 | 641 |
| edfxtp | 26 | 781 |
| ha | 15 | 188 |
| inv | 17 | 63.8 |
| mux2i | 16 | 160 |
| nand2 | 16 | 60.1 |
| nand2b | 3 | 18.8 |
| nand3 | 11 | 55.1 |
| nor2 | 4 | 22.5 |
| o22ai | 5 | 31.3 |
| or3 | 3 | 18.8 |
| xnor2 | 14 | 123 |
| xor2 | 6 | 52.6 |
[metrics by stage]
| step | worst slack, ns | area (µm²) | hold slack [ns] |
|---|---|---|---|
| 3_3_place_gp | 0.462 | 3160 | 0.411 |
| 3_5_place_dp | 0.457 | 3160 | 0.413 |
| 2_1_floorplan | 1.52 | 2810 | 0.391 |
| 4_1_cts | 0.456 | 3220 | 0.435 |
| 5_1_grt | 0.444 | 3220 | 0.450 |
| 6_report | 0.473 | 3220 | 0.435 |
[worst paths after layout]
| check | start | to | slack [ns] | cells after the start |
|---|---|---|---|---|
| worst min register to register | cnt29[0] | cnt29[0] | 0.43 | 1 |
| worst max register to register | cnt29[2] | cnt29[13] | 1.46 | 4 |
| worst min-delay path | cnt29[0] | cnt29[0] | 0.43 | 1 |
| worst max-delay path | sw[0] | led[9] | 0.47 | 2 |
[kinds of logic after synthesis]
| kind of cell | count (synthesis) | share of synthesized area |
|---|---|---|
| adder cells (fa/ha/maj) | 15 | 0.0673 |
| XOR/XNOR | 20 | 0.0628 |
| AND-OR/OR-AND | 36 | 0.105 |
| flip-flops | 58 | 0.509 |
| multiplexers | 16 | 0.0574 |
| other | 2 | 0.00269 |
| AND/OR/NAND/NOR | 53 | 0.104 |
| buffers and inverters | 43 | 0.0915 |
[layer usage]
layer | wire, µm | global-route usage | vias up
met4 | 6 | 0.00769 | 0
li1 | - | - | 890
met2 | 1950 | 0.251 | 37
met1 | 2130 | 0.267 | 797
met5 | 0 | 0 | -
met3 | 121 | 0.0109 | 2
